==> design/flow/design.v <==
module D_EX(input clk,rst,input [4:0] src_1,input [4:0] src_2,input [4:0] dest_in,input [31:0] Reg1_in,
input [31:0] Reg2_in,input [31:0] out_mux_reg_2_o_imm_in,input Branch_in,
input Jump_in,
input MemtoReg_in,input [1:0] MemRead_in,input [1:0] MemWrite_in,
input [3:0] alu_control_out_in,input [31:0] Jump_address_in,
input [31:0] shift_left_branch_in,output reg [4:0] src_1_out,output reg [4:0] src_2_out,output reg [4:0] dest_out,
output reg [31:0] Reg1_out,output reg [31:0] Reg2_out,
output reg [31:0] out_mux_reg_2_o_imm_out,output reg Branch_out,
output reg Jump_out,
output reg MemtoReg_out,output reg [1:0] MemRead_out,
output reg [1:0] MemWrite_out,
output reg [3:0] alu_control_out_out,output reg [31:0] Jump_address_out,
output reg [31:0] shift_left_branch_out);
always @(posedge clk)
begin
    if (rst) 
        begin
        src_1_out<=0;
        src_2_out<=0;        
        Reg1_out<=0;
        Reg2_out<=0;
        dest_out<=0;
        out_mux_reg_2_o_imm_out<=0;
        Branch_out<=0;
        Jump_out<=0;
        MemtoReg_out<=0;
        MemRead_out<=0;
        MemWrite_out<=0;
        alu_control_out_out<=0;
        Jump_address_out<=0;
        shift_left_branch_out<=0;
        end
    else
        begin
        src_1_out<=src_1;
        src_2_out<=src_2;
        Reg1_out<=Reg1_in;
        Reg2_out<=Reg2_in;
        dest_out<=dest_in;
        out_mux_reg_2_o_imm_out<=alu_control_out_in;
        Branch_out<=Branch_in;
        Jump_out<=Jump_in;
        MemtoReg_out<=MemtoReg_in;
        MemRead_out<=MemRead_in;
        MemWrite_out<=MemWrite_in;
        alu_control_out_out<=alu_control_out_in;
        Jump_address_out<=Jump_address_in;
        shift_left_branch_out<=shift_left_branch_in;
        end
end
endmodule
==> design/flow/run.sh <==
#!/bin/bash
# OpenROAD 26Q1-2900-gdf79404cd8, Yosys 0.63+post, stock flow scripts
make -C /OpenROAD-flow-scripts/flow DESIGN_CONFIG=/design/flow/config.mk WORK_HOME=/design/flow/orfs finish
==> design/flow/config.mk <==
export PLATFORM = sky130hd
export DESIGN_NAME = D_EX
export DESIGN_NICKNAME = D_EX
export VERILOG_FILES = /design/flow/design.v
export SDC_FILE = /design/flow/constraint.sdc
export NUM_CORES = 4
export LEC_CHECK = 1
export CORE_AREA = 10 10 212 212
export DIE_AREA = 0 0 222 222
==> design/flow/constraint.sdc <==
current_design D_EX

set clk_period 1.0
set clk_io_pct 0.2

create_clock -name clk0 -period $clk_period [get_ports {clk}]

set non_clock_inputs [all_inputs -no_clocks]
set_input_delay [expr $clk_period * $clk_io_pct] -clock clk0 $non_clock_inputs
set_output_delay [expr $clk_period * $clk_io_pct] -clock clk0 [all_outputs]
==> design notes <==
The total grt overflow was 0; the data required time at the worst endpoint was 800 ps. The final report lists a non-filler cell total of 1,232. For the area reported by Yosys stat, the log shows 0.00454 mm².

The leakage power in the latest report is 3.62 nW. In the final report, the number of hold violations comes to 0. Time the worst path needs with I/O delays and setup: 1150 ps. After its last routability iteration, the placer logged a weighted congestion of 0.738. CTS placed an instance of sky130_fd_sc_hd__clkbuf_16 at the clock tree root. The registers of the reported paths see a clock transition of 70 ps. The top metal layer carrying routed signals was met5.

For the initial antenna violation count, the log shows 3. For this run, the top clock speed supported by timing is 871 MHz. The total via count in the routed design is 3,432, and the worst hold path stage count is 3. The number of standard cells after synthesis was 358. The horizontal die dimension reported for this design is 222 µm.

The first-pass iteration count of the detailed router is 4, and the sequential area share after synthesis is 0.679. The number of buffer and inverter instances along the worst setup path came out at 1. OpenROAD emitted warnings numbering 59.

In this design, the stage delay of the slowest critical-path cell is 400 ps. The instance area at placement was 0.00832 mm²; the top-level port count was 374. The script extracted a net switching power of 3.24 mW. The run gives 950 ps for the arrival time at the worst endpoint. The checks that failed: setup timing. The chip occupies 0.0493 mm².

For this block, wires on met1 add up to 7.17 mm. The tools report the global-route usage over all layers as 0.0680. The element type at the critical path end was an output pin.

The first global-routing pass estimated 24.8 mm of wire. Initial core utilization: 0.113. Setup violations remaining at the end of the flow were counted as 158.

In this run the power density over the cells is 1820 mW/mm². The detailed router reports a met3 wire length of 2.14 mm. TritonCTS built the clock tree. The DRC violation count after routing is 0, and the largest net degree at the start of global routing is 26. The worst vdd rail ir drop is 1000 µV, and the area of all placed cells without fillers is 0.00831 mm². The instance count after placement with tap cells included was 1,199. The hold-critical path endpoint is src_1_out[4]. Per the post-route antenna check, the number of violating nets is 0.

The mapped netlist covers 0.00454 mm². The tools report the met2 layer wire length in the routed design as 7.70 mm. The run gives 0 as the total count of max-transition violations in the final report.

Summed over all layers, the routed wires come to 17.2 mm. The internal portion of the total power is 11.8 mW. Fraction of final layout cells with drive strength greater than 1: 0.417.

The sink count of the clock tree was 154. The worst setup margin is -148 ps, and the yosys stat cell total is 358. Buffers inserted during clock tree synthesis total 17.

Per the synthesis report, the number of distinct cell types is 7. The largest fanout on the critical path is 1, and the area of the core is 0.0400 mm². The switching fraction of total power is 0.215, and the clock share of power is 0.472.

The via count of the first global-routing pass is 3,676, and the final antenna diode count is 0. DRC violation total after the first TritonRoute iteration: 78. The worst setup path is launched from a flip-flop. The count of state elements after synthesis works out to 154. Among all stages on the critical path, the largest delay is contributed by sky130_fd_sc_hd__dfxtp_4. The run gives 0.208 for the share of the core filled with cells. The area growth from synthesis to layout came out at 83.1%.

Port buffering added 313 buffers. The clock passes through at most 2 buffers. Setup repair after global routing could not meet its margin everywhere. The script logs the mean routed wire length per placed instance as 14.0 µm. The tools report the startpoint of the tightest hold check path as rst. The via density per instance came out at 2.79.

The count of synthesis-stage warnings from yosys is 1. The tool flagged a number of max-cap violations equal to 0. The average instance in the mapped netlist occupies 12.7 µm².

The type recorded for the worst min-delay path is primary input to flip-flop. For reference, the placement row count at floorplan is 73. The run finished, with violations left. The signal on the critical path passes through buf_6.

The tools report the sequential share of power as 0.435. The total number of H-tree levels was 4; the floorplan die height was 222 µm. The final critical-path share of the clock period is 1.15. At the placement stage, the worst setup path has a slack of -278 ps. The HPWL after detailed placement is 14.0 mm. Category of cells accounting for the largest share of critical-path delay: flip-flops. The critical path is of the flip-flop to output pin type. The part of the total power dissipated in combinational logic was 0.094.
-- metrics by stage --
stage / hold WS (ps) / total power, mW / TNS, ps
2_1_floorplan: 328 / 7.03 / 0
3_3_place_gp: 473 / 8.43 / -1010
3_5_place_dp: 476 / 8.44 / -1030
4_1_cts: 87.6 / 15.5 / -13760
5_1_grt: 87.5 / 15.9 / -16480
6_report: 124 / 15.1 / -5910
-- cell usage in the layout (no fill, tap or decap), types with 2 or more instances in the layout --
master,count
sky130_fd_sc_hd__dfxtp_4,3
sky130_fd_sc_hd__buf_2,146
sky130_fd_sc_hd__bufinv_16,4
sky130_fd_sc_hd__dfxtp_2,30
sky130_fd_sc_hd__buf_4,19
sky130_fd_sc_hd__buf_6,14
sky130_fd_sc_hd__dfxtp_1,121
sky130_fd_sc_hd__nor2b_1,108
sky130_fd_sc_hd__clkbuf_8,2
sky130_fd_sc_hd__inv_6,5
sky130_fd_sc_hd__clkdlybuf4s50_1,154
sky130_fd_sc_hd__nor2b_2,46
sky130_fd_sc_hd__conb_1,28
sky130_fd_sc_hd__buf_12,6
sky130_fd_sc_hd__clkbuf_16,17
-- cell families (layout without fill, tap and decap cells) --
| logic type | count (synthesis) | count (layout) | synth area share |
|---|---|---|---|
| flops | 154 | 154 | 0.679 |
| buf+inv | 49 | 371 | 0.0827 |
| simple gates | 154 | 154 | 0.238 |
| other cells | 1 | 28 | 0.000826 |
-- how the worst max path moves through the flow --
stage,depth (start not counted),startpoint,end
after CTS,2,out_mux_reg_2_o_imm_out[3],out_mux_reg_2_o_imm_out[3]
after global routing,2,out_mux_reg_2_o_imm_out[3],out_mux_reg_2_o_imm_out[3]
final,1,MemtoReg_out,MemtoReg_out
-- cells in the mapped netlist --
cell type,count,area [µm²]
sky130_fd_sc_hd__dfxtp_1,154,3080
sky130_fd_sc_hd__nor2b_1,108,676
sky130_fd_sc_hd__nor2b_2,46,403
sky130_fd_sc_hd__buf_4,32,240
sky130_fd_sc_hd__buf_2,9,45.0
sky130_fd_sc_hd__buf_6,8,90.1
sky130_fd_sc_hd__conb_1,1,3.75
-- power by group through the flow --
stage / clock network, mW / logic, mW / registers, mW
4_1_cts: 7.45 / 1.45 / 6.55
5_1_grt: 7.72 / 1.56 / 6.59
6_report: 7.12 / 1.41 / 6.56
-- layout make-up --
| cell class | count | area (µm²) |
|---|---|---|
| timing repair buffer | 340 | 2700 |
| tap | 525 | 657 |
| sequential | 154 | 3130 |
| multi-input combinational | 182 | 1180 |
| fill | 4351 | 31700 |
| clock buffer | 19 | 453 |
| clock inverter | 12 | 185 |
-- per-layer routing --
metal / track usage / vias up
met2: 0.106 / 213
met4: 0.00765 / 6
met5: 0 / -
li1: - / 1685
met3: 0.0425 / 18
met1: 0.0804 / 1510
-- repair_timing --
item                                    in CTS  in global routing
endpoints found under the setup margin     158                158
resized                                    552                 20
setup buffers                                1                  0
hold buffers                                 1                  0
hold endpoints to repair                     3                  0
-- registers in the layout, summed over array words and instances (netlist names) --
signal	count
out_mux_reg_2_o_imm_out	4
dest_out	5
Jump_address_out	32
MemRead_out	2
src_1_out	5
MemWrite_out	2
Jump_out	1
shift_left_branch_out	32
MemtoReg_out	1
Branch_out	1
src_2_out	5
Reg2_out	32
Reg1_out	32
No activity file was given, so power comes from the tool's default toggle rates.
